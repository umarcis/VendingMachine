`./constraint.sdc`:
```
current_design vending_machine

set clk_period 2.0
set clk_io_pct 0.2

create_clock -name clk0 -period $clk_period [get_ports {clk}]

set non_clock_inputs [all_inputs -no_clocks]
set_input_delay [expr $clk_period * $clk_io_pct] -clock clk0 $non_clock_inputs
set_output_delay [expr $clk_period * $clk_io_pct] -clock clk0 [all_outputs]
```
`./config.mk`:
```
export PLATFORM = sky130hd
export DESIGN_NAME = vending_machine
export DESIGN_NICKNAME = vending_machine
export VERILOG_FILES = /design/flow/design.v
export SDC_FILE = /design/flow/constraint.sdc
export NUM_CORES = 4
export LEC_CHECK = 1
export CORE_AREA = 10 10 86 86
export DIE_AREA = 0 0 96 96
```
`./run.sh`:
```
#!/bin/bash
# OpenROAD 26Q1-2900-gdf79404cd8, Yosys 0.63+post, stock flow scripts
make -C /OpenROAD-flow-scripts/flow DESIGN_CONFIG=/design/flow/config.mk WORK_HOME=/design/flow/orfs finish
```
`./design.v`:
```
`timescale 1ns / 1ps
module vending_machine (
  input wire clk,
  input wire reset,
  input wire [3:0] coin_insert,
  input wire [1:0] product_selection,
  input wire cancel_request,
  output reg product_dispensed,
  output reg change_dispensed,
  output reg [3:0] refund_amount
);
  reg [2:0] state;
  reg [3:0] coin_count;
  reg [3:0] total_coin_count;
  reg [3:0] product_price;
  parameter PRICE_A = 5;
  parameter PRICE_B = 10;
  parameter PRICE_C = 15;
  parameter [2:0] IDLE = 3'b000;
  parameter [2:0] WAIT_FOR_AMOUNT = 3'b001;
  parameter [2:0] DISPENSE_PRODUCT = 3'b010;
  parameter [2:0] DISPENSE_CHANGE = 3'b011;
  parameter [2:0] RETURN_AMOUNT = 3'b100;
  parameter [2:0] REFUND_AMOUNT = 3'b101;
  always @(posedge clk or posedge reset) begin
    if (reset) begin
      state <= IDLE;
      coin_count <= 0;
      total_coin_count <= 0;
      product_price <= 0;
      product_dispensed <= 0;
      change_dispensed <= 0;
      refund_amount <= 0;
    end
    else begin
      case (state)
        IDLE:
          begin
            if (product_selection != 2'b00) begin
              case (product_selection)
                2'b01: product_price <= PRICE_A;
                2'b10: product_price <= PRICE_B;
                2'b11: product_price <= PRICE_C;
                default: product_price <= 4'd15;
              endcase
              product_dispensed <= 0;
              change_dispensed <= 0;
              refund_amount <= 0;
              state <= WAIT_FOR_AMOUNT;
            end
            else if (cancel_request) begin
              state <= REFUND_AMOUNT;
            end
          end
        WAIT_FOR_AMOUNT:
          begin
            if (coin_insert != 0) begin
              coin_count <= coin_count + coin_insert;
              total_coin_count <= total_coin_count + coin_insert;
              if (coin_insert >= product_price) begin
                if (coin_insert > product_price)
                  state <= DISPENSE_CHANGE;
                else
                  state <= DISPENSE_PRODUCT;
              end
              else
                state <= WAIT_FOR_AMOUNT;
            end
            else if (cancel_request) begin
              state <= RETURN_AMOUNT;
            end
            else 
                state <= WAIT_FOR_AMOUNT;
          end
        DISPENSE_PRODUCT:
          begin
            product_dispensed <= 1;
            refund_amount <= coin_insert - product_price;
            #40;
            state <= IDLE;
          end
        DISPENSE_CHANGE:
          begin
            product_dispensed <= 1;
            change_dispensed <= 1;
            refund_amount <= coin_insert - product_price;
            #40;
            state <= IDLE;
          end
        RETURN_AMOUNT:
          begin
            refund_amount <= coin_insert;
            #40;
            state <= IDLE;
          end
        REFUND_AMOUNT:
          begin
            refund_amount <= total_coin_count;
            coin_count <= 0;
            #40;
            state <= IDLE;
          end
      endcase
    end
  end
endmodule
```
==> ci_impl_report.md <==
### Yosys + OpenROAD results

| Metric | Value |
|---|---|
| Clock skew | `0.000710 ns` |
| Commonest Layout Cell | `dfrtp_1` |
| Detail Placement HPWL | `1930 microns` |
| Syn. warnings | `1` |
| Critical Path RT | `2.13 ns` |
| Antenna viol nets, final | `0` |
| Init Core Util | `0.182` |
| Place WS | `-0.167 ns` |
| Clock slew at reported path FFs | `0.07 ns` |
| Initial DRC Count | `68` |
| Via Count | `806` |
| Number of top-level pins | `15` |
| Initial antenna violation count | `0` |
| CP Cell Sequence | `clkdlybuf4s50_1 -> inv_1 -> ha_1 -> fa_2 -> nor2_1 -> a221oi_1 -> o21ai_0` |
| Layout Utilization | `0.249` |
| Layout Area Growth over Synthesis | `36.6%` |
| Leakage power | `0.610 nW` |
| Grt ovf | `0` |
| Pwr Density | `1140 nW/um^2` |
| Rows | `27` |
| Die Area | `9220 sq um` |
| Met1 GRT Util | `0.0674` |
| Post-CTS Setup Inserts | `0` |
| Maximum capacitance violations | `0` |
| Setup WS post-layout | `0.118 ns` |
| H-tree lvl count | `1` |
| Met3 Usage GRT | `0.0142` |
| TritonRoute pass-1 iters | `4` |
| Final min period | `1.88 ns` |
| Crit path max-delay family | `adder cells` |
| Placed cell areas | `1320 sq um` |
| Library cells used by synthesis | `37` |
| Seq share, synth | `0.447` |
| Worst Tran Pin Value | `0.322 ns` |
| Syn avg cell area | `10.3 sq um` |
| CTS root buffer | `clkbuf_8` |
| Ys flops | `18` |
| DIE HEIGHT | `96 microns` |
| Tcrit/Tclk final | `0.941` |
| Status | `finished clean` |
| Fillers | `601` |
| CTS buffer count | `3` |
| Critical path type | `primary input to flip-flop` |
| Critical Path Fanout Max | `2` |
| GRT Total Usage | `0.0549` |
| CP max-delay cell | `fa_2` |
| Internal power | `1.05 mW` |
| Crit path largest cell delay | `0.52 ns` |
| Top logic cells by instance count in the layout | `dfrtp_1, clkdlybuf4s50_1, buf_4` |
| Port buffer count | `14` |
| Clock Sinks | `18` |
| GRT Max-Usage Layer | `met2` |
| Layout cell share with drive strength beyond 1 | `0.188` |
| # DRC | `0` |
| Sw power | `0.526 mW` |
| Global routing usage on met2 | `0.0964` |
| Largest net degree at the start of global routing | `19` |
| Startpoint type of the worst setup path | `primary input` |
| Fin area | `1380 sq um` |
| Crit path DAT | `2.01 ns` |
| Sw Ratio | `0.333` |
| Hold Path Class | `primary input to asynchronous set/reset pin` |
| Clock power share | `0.187` |
| Wire length per cell | `11.7 microns` |
| CTS Buffer Depth | `2` |
| Post-Syn Area | `1010 sq um` |
| First-pass GRT wire length | `4020 microns` |
| Cells after synthesis | `98` |
| Final setup viols | `0` |
| Crit. End Element | `flip-flop` |
| Pins Over Slew Limit | `0` |
| Core Area | `5540 sq um` |
| ANT cells | `0` |
| Yosys stat chip area | `1010 sq um` |
| Combinational share of power | `0.429` |
| DRT Wirelength | `2340 microns` |
| CTS tree | `yes` |
| Sequential group share of total power | `0.384` |
| Number of OpenROAD warnings | `25` |
| Final Hold Violation Tally | `0` |
| Latency at later pin | `0.25 ns` |
| RSZ-0062 raised after global routing | `no` |
| Vias per cell | `4.03` |
| Slew margin rel. | `0.783` |
| Die Wd | `96 microns` |
| Maximum vdd ir drop | `0.277 mV` |
| Achievable frequency | `531 MHz` |
| Vias in the first global route | `850` |
| Gpl congestion | `0.823` |
| Cells in synth_stat.txt | `98` |
| Critical path buffers and inverters | `2` |
[flip-flops by register name (all words and copies together), names as in the netlist]
| name | cells |
|---|---|
| change_dispensed | 1 |
| product_dispensed | 1 |
| product_price | 2 |
| refund_amount | 4 |
| state | 6 |
| total_coin_count | 4 |
[cell usage after synthesis]
cell | number | area share
o21ai_1 | 1 | 0.0049
nor3b_1 | 1 | 0.0074
a21oi_1 | 2 | 0.0099
and3_1 | 1 | 0.0062
nor4_2 | 1 | 0.012
nand2_1 | 8 | 0.030
nor2b_1 | 2 | 0.012
a22o_1 | 1 | 0.0087
a32oi_1 | 1 | 0.0087
or2_1 | 1 | 0.0062
ha_1 | 7 | 0.087
nor2_1 | 6 | 0.022
a21o_1 | 1 | 0.0074
nand4_1 | 1 | 0.0062
xor2_1 | 2 | 0.017
a21boi_0 | 1 | 0.0074
o211ai_1 | 1 | 0.0074
nor4_1 | 1 | 0.0062
a221oi_1 | 2 | 0.017
or2_2 | 1 | 0.0062
nand3_1 | 4 | 0.020
fa_1 | 2 | 0.040
mux2_2 | 1 | 0.011
and3b_1 | 1 | 0.0087
buf_6 | 2 | 0.022
nand3b_1 | 1 | 0.0074
nor3_1 | 1 | 0.0049
nand2b_1 | 3 | 0.019
o2111ai_1 | 1 | 0.0087
inv_1 | 7 | 0.026
dfrtp_1 | 17 | 0.42
o21ai_0 | 10 | 0.050
dfstp_2 | 1 | 0.026
xnor2_1 | 1 | 0.0087
a221oi_2 | 1 | 0.015
and2_1 | 2 | 0.012
a222oi_1 | 1 | 0.0099
[power by group through the flow]
stage	clock, mW	combinational, mW	sequential (mW)
CTS	0.309	0.691	0.607
global route	0.319	0.784	0.623
finish	0.295	0.678	0.606
[repair_timing]
item | CTS | global route
gates resized | 0 | 1
hold buffers | 0 | 0
endpoints found under the setup margin | 0 | 1
[area by class of cell]
type / count / area (sq um) / share of cell area
inverter: 7 / 26.3 / 0.0190
sequential: 18 / 452 / 0.327
tap: 72 / 90.1 / 0.0652
timing repair buffer: 28 / 245 / 0.178
multi-input combinational: 71 / 513 / 0.371
clock buffer: 4 / 55.1 / 0.0399
[tightest hold or removal path: stages]
cell             delay (ns)
clkdlybuf4s50_1        0.40
inv_1                  0.05
buf_4                  0.24
[final timing paths]
check / from / endpoint / slack, ns / cells after the start
max in group asynchronous: reset / state[0] / 1.28 / 3
setup / recovery: coin_insert[0] / refund_amount[1] / 0.12 / 7
min in group clk0: product_dispensed / product_dispensed / 0.49 / 2
hold / removal: reset / change_dispensed / 0.46 / 3
hold reg to reg: product_dispensed / product_dispensed / 0.49 / 2
setup reg to reg: product_price[2] / refund_amount[1] / 0.41 / 5
[cells by family after synthesis]
group,synth area share
mux,0.0111
fa+ha+maj,0.126
flops,0.447
buf+inv,0.0483
compound gates,0.155
xor+xnor,0.0260
simple gates,0.187
[routing by layer]
| layer | vias to the layer above | routed length [microns] |
|---|---|---|
| li1 | 410 | - |
| met1 | 388 | 1020 |
| met2 | 6 | 1200 |
| met3 | 2 | 108 |
| met4 | 0 | 18 |
| met5 | - | 0 |
[per-stage QoR]
step	cells	TNS (ns)	hold WS [ns]	total power, mW
3_3_place_gp	196	-0.610	0.473	1.29
6_report	200	0	0.463	1.58
2_1_floorplan	98	0	0.338	1.00
3_5_place_dp	196	-0.634	0.478	1.30
5_1_grt	200	0	0.482	1.73
4_1_cts	200	0	0.465	1.61
Power and IR drop assume default switching activity.
